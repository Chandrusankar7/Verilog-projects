$ cat config.mk
export PLATFORM = sky130hd
export DESIGN_NAME = mobile
export DESIGN_NICKNAME = mobile
export VERILOG_FILES = /design/flow/design.v
export SDC_FILE = /design/flow/constraint.sdc
export NUM_CORES = 4
export LEC_CHECK = 1
export CORE_AREA = 10 10 70 70
export DIE_AREA = 0 0 80 80
$ cat constraint.sdc
current_design mobile

set clk_period 1.4
set clk_io_pct 0.2

create_clock -name clk0 -period $clk_period [get_ports {clk}]

set non_clock_inputs [all_inputs -no_clocks]
set_input_delay [expr $clk_period * $clk_io_pct] -clock clk0 $non_clock_inputs
set_output_delay [expr $clk_period * $clk_io_pct] -clock clk0 [all_outputs]
$ cat design.v
module jkff(clk, rst, j, k, q);
input clk, rst, j, k;
output reg q;
always @(negedge clk)
begin
if (rst==1'b1)
q=0;
else
begin
case({j,k})
2'b00: q<=q;
2'b01: q<=1'b0;
2'b10: q<=1'b1;
2'b11: q<=~q;
endcase
end
end
endmodule
module mobile(clk, rst, yout);
input clk, rst;
wire [3:0]j,k;
wire [3:0] q;
output [3:0] yout;
assign j[3]=(~q[2] | (q[1]&~q[0]));
assign k[3]=(~q[2]&~q[1]);
assign j[2]=(q[3] & ~q[1] & ~q[0] );
assign k[2]=(q[3] | ~q[0]);
assign j[1]=(q[3] & ~q[2]);
assign k[1]=(1'b1);
assign j[0]=((~q[3]&q[2]&~q[1]) | (q[3]&~q[2]&~q[1]));
assign k[0]=((q[2]&~q[1]) | (q[3]&q[1]) | (~q[2]&q[1]));
jkff jka(clk, rst, j[0], k[0], q[0]);
jkff jkb(clk, rst, j[1], k[1], q[1]);
jkff jkc(clk, rst, j[2], k[2], q[2]);
jkff jkd(clk, rst, j[3], k[3], q[3]);
assign yout[3]=q[3];
assign yout[2]=q[2];
assign yout[1]=q[1];
assign yout[0]=q[0];
endmodule
$ cat run.sh
#!/bin/bash
# OpenROAD 26Q1-2900-gdf79404cd8, Yosys 0.63+post, stock flow scripts
make -C /OpenROAD-flow-scripts/flow DESIGN_CONFIG=/design/flow/config.mk WORK_HOME=/design/flow/orfs finish
==> results.sh <==
# source this file to load flow results
export IMPL_drt_first_pass_iters=4
export IMPL_hold_viol=0
export IMPL_clock_latency_late_pin_ps=300
export IMPL_clk_pin_slew_worst_paths_ps=40
export IMPL_pwr_share_seq_pct=32.3
export IMPL_p_clk_share_pct=41.3
export IMPL_netlist_area_sq_um=213
export IMPL_syn_to_final_growth_pct=62.9
export IMPL_ir_worst_vdd_uv=126
export IMPL_io_buffers=5
export IMPL_vias=180
export IMPL_initCoreUtil_pct=6.23
export IMPL_gp_congestion=0.703
export IMPL_die_x_microns=80
export IMPL_avgSynthCellArea_sq_um=10.1
export IMPL_drtAntennaViolNets=0
export IMPL_fp_row_count=21
export IMPL_layout_drive_gt1_share_pct=62.5
export IMPL_ys_flops=4
export IMPL_holdPathEnd="jkc.q"
export IMPL_path_class="reg2out"
export IMPL_routedWlPerCell_microns=5.63
export IMPL_slowest_stage="dfxtp_4"
export IMPL_internal_power_w=0.000317
export IMPL_fin_ws_ps=-313
export IMPL_cts_tree="yes"
export IMPL_r2r_slack_ps=460
export IMPL_drt_iter0_drc=8
export IMPL_num_fill_cells=398
export IMPL_cpLargestDelayFamily="flip-flops"
export IMPL_p_leak_nw=0.144
export IMPL_r2r_end="jkd.q"
export IMPL_worst_clock_skew_ps=14.9
export IMPL_die_h_microns=80
export IMPL_grt_ovfl_total=0
export IMPL_core_sq_mm=0.00342
export IMPL_cpPeakStageDelay_ps=340
export IMPL_hp_start="jka.q"
export IMPL_start_kind="register"
export IMPL_status="finished, violations left"
export IMPL_grt_setup_unrepaired="true"
export IMPL_cp_max_fo=2
export IMPL_cts_sinks=4
export IMPL_insertedDiodeCount=0
export IMPL_ys_seq_share_pct=37.6
export IMPL_cts_htree_levels=1
export IMPL_antenna_found_initial=0
export IMPL_p_comb_share_pct=26.4
export IMPL_grt_use_total_pct=1.41
export IMPL_cts_buffers_inserted=3
export IMPL_drc=0
export IMPL_grt_max_degree=6
export IMPL_grt_pass1_vias=188
export IMPL_hold_class="reg2reg"
export IMPL_violations="negative setup slack"
export IMPL_clockBufferDepth=2
export IMPL_slew_headroom_pct=86.4
export IMPL_worstMarginPinSlew_ps=202
export IMPL_critPathRequiredTime_ps=1120
export IMPL_arrival_ps=1430
export IMPL_cp_num_buf_inv=1
export IMPL_cap_violations=0
export IMPL_power_total_w=0.000452
export IMPL_yosys_cells=21
export IMPL_maxSlewViolCount=0
export IMPL_synth_cell_types=14
export IMPL_yosysChipArea_sq_um=213
export IMPL_post_cts_buffers=0
export IMPL_p_sw_w=0.000136
export IMPL_netlist_instances=21
export IMPL_path_cells="buf_6"
export IMPL_r2r_start="jka.q"
export IMPL_cts_root_buf="clkbuf_4"
export IMPL_die_area_sq_mm=0.00640
export IMPL_end_kind="output pin"
export IMPL_r2r_cells=3
export IMPL_routed_wl_microns=439
export IMPL_synth_yosys_warnings=1
export IMPL_grt_pass1_wl_microns=724
export IMPL_viasPerCell=2.31
export IMPL_final_cell_area_sq_um=347
export IMPL_swShare_pct=30.0
export IMPL_min_path_cells=2
export IMPL_pwr_density_cell_mw_per_mm2=1300
export IMPL_warnings=32
export IMPL_dpl_cell_area_sq_um=328
export IMPL_finalSetupViolations=4
export IMPL_io_pins=6
## cell usage after synthesis
cell      instances  area share (%)
a21oi_2           1             4.1
a221oi_2          1             7.1
buf_4             4              14
dfxtp_1           4              38
inv_1             1             1.8
nand2_1           1             1.8
nand2b_1          2             5.9
nand3_2           1             4.7
nand3b_1          1             3.5
nor2_1            1             1.8
nor2_4            1             5.3
nor2b_4           1             6.5
o21ai_0           1             2.4
o31ai_1           1             3.5
## placed cells by master (no fill, tap or decap)
master         synthesis  routed
a21oi_2                1       1
a221oi_2               1       1
buf_2                  0       3
buf_4                  4       4
buf_6                  0       1
clkbuf_4               0       3
dfxtp_2                0       3
dfxtp_4                0       1
dlygate4sd2_1          0       1
inv_1                  1       4
nand2_1                1       1
nand2b_1               2       2
nand3_2                1       1
nand3b_1               1       1
nor2_1                 1       1
nor2_4                 1       1
nor2b_4                1       1
o21ai_0                1       1
o31ai_1                1       1
## cells by family after synthesis
| kind of cell | after synthesis | synth area share, % |
|---|---|---|
| AOI/OAI and AO/OA | 4 | 17.1 |
| buffers and inverters | 5 | 15.9 |
| and+or+nand+nor | 8 | 29.4 |
| DFF | 4 | 37.6 |
## layer usage
layer / routed length, microns / track usage [%] / vias to the layer above
met2: 186 / 1.52 / 14
met1: 169 / 1.46 / 74
met5: 0 / 0 / -
li1: - / - / 90
met3: 56 / 1.14 / 2
met4: 27 / 1.76 / 0
## area by class of cell
| cell class | count | area, sq um | area share, % |
|---|---|---|---|
| clock buffers | 3 | 22.5 | 6.50 |
| clock inverters | 4 | 15.0 | 4.33 |
| multi-input cells | 12 | 98.8 | 28.5 |
| flip-flops and latches | 4 | 87.6 | 25.3 |
| well taps | 46 | 57.6 | 16.6 |
| repair buffers | 9 | 65.1 | 18.8 |
## flip-flops by register name, summed over array words and instances (netlist names)
name	flops
jkd.q	1
jka.q	1
jkb.q	1
jkc.q	1
## power groups by stage
stage | logic [W] | clock network, W | registers, W
4_1_cts | 0.000116 | 0.000199 | 0.000145
5_1_grt | 0.000134 | 0.000216 | 0.000149
6_report | 0.000119 | 0.000187 | 0.000146
## metrics by stage
stage / worst slack, ps / util (%) / hold WS, ps / std cells / TNS [ps]
2_1_floorplan: -23.7 / - / 454 / 21 / -50.9
6_report: -313 / 10.1 / 521 / 78 / -1130
3_5_place_dp: -468 / 9.60 / 536 / 72 / -2880
3_3_place_gp: -466 / 9.60 / 530 / 72 / -2910
4_1_cts: -333 / 9.96 / 518 / 78 / -1190
5_1_grt: -350 / 10.1 / 567 / 78 / -1290
## how the worst max path moves through the flow
stage	startpoint	end	slack, ps	depth (start not counted)
global route	jkd.q	yout[3]	-350	1
finish	jkd.q	yout[3]	-310	1
CTS	jkd.q	yout[3]	-330	1
## worst register-to-register path, cell delays in order (launching register included)
cell	delay [ps]
dfxtp_2	300
buf_4	140
nand2b_1	180
a221oi_2	240
## what timing repair did
action / 4_1_cts / 5_1_grt
cloned: 0 / 0
endpoints found under the setup margin: 8 / 4
hold buffers: 0 / 0
gates resized: 13 / 1
No activity file was given, so power comes from the tool's default toggle rates.
