<file path="flow/run.sh">
#!/bin/bash
# OpenROAD 26Q1-2900-gdf79404cd8, Yosys 0.63+post, stock flow scripts
make -C /OpenROAD-flow-scripts/flow DESIGN_CONFIG=/design/flow/config.mk WORK_HOME=/design/flow/orfs finish
</file>
<file path="flow/config.mk">
export PLATFORM = sky130hd
export DESIGN_NAME = alu
export DESIGN_NICKNAME = alu
export VERILOG_FILES = /design/flow/design.v
export SDC_FILE = /design/flow/constraint.sdc
export NUM_CORES = 4
export LEC_CHECK = 1
export CORE_AREA = 10 10 74 74
export DIE_AREA = 0 0 84 84
</file>
<file path="flow/constraint.sdc">
current_design alu

set clk_period 3.8
set clk_io_pct 0.2

create_clock -name clk0 -period $clk_period

set non_clock_inputs [all_inputs -no_clocks]
set_input_delay [expr $clk_period * $clk_io_pct] -clock clk0 $non_clock_inputs
set_output_delay [expr $clk_period * $clk_io_pct] -clock clk0 [all_outputs]
</file>
<file path="flow/design.v">
module alu (a, b, ALU_OUT, choice);
input [2:0]choice;
input [7:0] a, b;
output reg [7:0] ALU_OUT;
parameter add=3'b000, ls=3'b001, and_8_bit=3'b010, exor=3'b011, comp=3'b100;
always@ (choice)
begin
case (choice)
add: ALU_OUT = a+b;  
ls: ALU_OUT = a<<1;  
and_8_bit: ALU_OUT = a & b;  
exor: ALU_OUT = a ^ b;  
comp:  
begin
if (a>b)
ALU_OUT = 1'b1;
else
ALU_OUT=1'b0;
end
default: ALU_OUT = 0;
endcase
end
endmodule
</file>
==> reports/metrics.cfg <==
[pwr]
switching_share = 0.442
power_switching_uw = 66.5
p_int_uw = 83.9
power_frac_comb = 1.000
p_per_area_nw_per_um2 = 119
power_frac_seq = 0
power_frac_clock = 0
ir_drop_uv = 44.2
p_leak_uw = 0.000574

[global_route]
top_usage_layer = met2
grt_max_degree = 12
antenna_found_initial = 0
gr-usage-met3 = 0.00984
grt_use_met2 = 0.0941
grt_pass1_vias = 825
grt_use_met1 = 0.0916
grt_pass1_wl_microns = 3820
grt_use_total = 0.0613
overflow = 0

[yosys]
netlist_area_sq_um = 818
synth_warnings = 1
ys_seq_frac = 0
yosys_cells = 114
yosys.cell_types.count = 38
syn_area_per_cell_sq_um = 7.18
synth_cells = 114
ys_chip_area_sq_um = 818

[final_layout]
final_cells = 198
n_clock_buffer = 0
synthToLayoutAreaGrowth_pct = 54.6
fill_cells = 434
n_sequential_cell = 0
final_common_cell = clkdlybuf4s50_1
lay_top_cells = clkdlybuf4s50_1 (21), inv_1 (15), nor2_1 (12), ha_1 (12), buf_4 (12)
seq_area_sq_um = 0
drive_above_1_share = 0.176

[worst_setup_path]
crit_family = buffers and inverters
path_cells = clkdlybuf4s50_1 -> inv_1 -> ha_4 -> or2_4 -> a221oi_4 -> o21bai_1 -> mux2i_1 -> a32o_1 -> clkdlybuf4s50_1
cp_slowest_cell = clkdlybuf4s50_1
required_ns = 3.04
start_kind = primary input
cpMostUsedCell = clkdlybuf4s50_1
critPathBufInv = 3
critPathCaptureType = output pin
crit_type = in -> out
cpPeakStageDelay_ns = 0.50
crit_arrival_ns = 2.94
cp_max_fo = 4

[floorplan]
dieArea_sq_um = 7060
core_util_floorplan = 0.206
die_y_microns = 84
die_width_microns = 84
coreArea_sq_um = 3970
io_pins = 27
rows = 23

[routing]
drtAntennaViolNets = 0
drt-initial-drc-count = 70
vias_per_cell = 4.47
drc = 0
dr_total_vias = 886
routedWlPerCell_microns = 11.9
routed_wl_microns = 2370
dr.pass1.iters = 4
antennaDiodeCount = 0

[run_status]
outcome = complete, no violations

[timing]
maxSlewHeadroom = 0.724
hold_viol = 0
timing.final.ws_setup_ns = 0.0991
fmax_ghz = 0.270
tightest_slew_ns = 0.412
final.min_clock_period_ns = 3.70
finalClockPeriodUsage = 0.974
setup_viol = 0
slew_viol_final = 0
rsz0062_at_grt = yes

[run]
warnings = 41
maxCapViolCount = 0

[placed_design]
numPortBuffers = 27
place_congestion = 0.852
numPlacedInstances = 197
place_ws_ns = -0.239
hpwl_microns = 2020

[clock_network]
cts_hold_repair.buffers = 0

[hold_path]
hp-class = in -> out

==> cell families after synthesis <==
| kind of cell | Yosys count | synth area share |
|---|---|---|
| XOR/XNOR | 1 | 0.0107 |
| adder cells (fa/ha/maj) | 17 | 0.269 |
| multiplexers | 7 | 0.122 |
| AND-OR/OR-AND | 32 | 0.277 |
| buffers and inverters | 22 | 0.107 |
| AND/OR/NAND/NOR | 35 | 0.214 |
==> per-layer routing <==
metal  vias to the layer above  part of all wire  routed length (microns)
li1                        475                 -                        -
met2                        13              0.45                     1050
met1                       398              0.52                     1230
met3                         0             0.036                       85
met4                         0                 0                        0
met5                         -                 0                        0
==> final timing paths <==
check	slack [ns]	from	cells past startpoint	to
worst max-delay path	0.1	b[2]	9	ALU_OUT[6]
worst min-delay path	2.44	a[3]	5	ALU_OUT[4]
==> power groups by stage <==
stage | Sequential (uW) | Clock (uW) | Combinational [uW]
final | 0 | 0 | 150
after global routing | 0 | 0 | 166
after CTS | 0 | 0 | 148
==> timing repair <==
| action | CTS | global route |
|---|---|---|
| resized | 10 | 6 |
| buffers inserted | 1 | 0 |
| pin swaps | 6 | 4 |
| endpoints found under the hold margin | 0 | 0 |
| setup endpoints to repair | 5 | 4 |
==> synthesized netlist by cell type <==
cell type | n | area share
and3_1 | 1 | 0.0077
or2_1 | 1 | 0.0077
a211oi_1 | 2 | 0.018
nor2_1 | 12 | 0.055
nand2_1 | 5 | 0.023
fa_1 | 1 | 0.024
nand2b_1 | 1 | 0.0077
xnor2_1 | 1 | 0.011
o31ai_1 | 1 | 0.0092
or2_2 | 1 | 0.0077
a32o_1 | 1 | 0.012
and2_1 | 1 | 0.0077
a21oi_1 | 10 | 0.061
a221oi_1 | 1 | 0.011
nand4_1 | 2 | 0.015
inv_1 | 17 | 0.078
mux4_2 | 1 | 0.028
o211ai_1 | 5 | 0.046
a2111oi_0 | 1 | 0.011
a31oi_1 | 1 | 0.0077
o22ai_1 | 1 | 0.0077
nand3b_1 | 1 | 0.0092
a221oi_2 | 2 | 0.037
nor3_1 | 3 | 0.018
buf_4 | 1 | 0.0092
mux2i_1 | 4 | 0.049
and2_2 | 1 | 0.0092
buf_2 | 1 | 0.0061
ha_1 | 16 | 0.24
o21ai_0 | 3 | 0.018
mux4_1 | 1 | 0.032
o21a_1 | 1 | 0.0092
nor4_1 | 1 | 0.0077
clkbuf_1 | 3 | 0.014
o31a_1 | 1 | 0.011
mux2_2 | 1 | 0.014
nor2b_1 | 5 | 0.038
o21bai_1 | 2 | 0.018
==> metrics by stage <==
stage | TNS (ns) | hold WS (ns) | cell area (sq um) | utilization | power [uW]
after floorplan | 0 | 1.63 | 818 | - | 77.2
after global placement | -0.599 | 2.58 | 1210 | 0.305 | 143
after detailed placement | -0.592 | 2.57 | 1210 | 0.305 | 143
after CTS | 0 | 2.53 | 1240 | 0.313 | 148
after global routing | -0.0370 | 2.49 | 1260 | 0.319 | 166
final | 0 | 2.44 | 1260 | 0.319 | 150
==> cell type report <==
| type | count | area (sq um) | share of cell area |
|---|---|---|---|
| inverter | 17 | 63.8 | 0.0504 |
| multi-input combinational | 92 | 778 | 0.615 |
| tap | 50 | 62.6 | 0.0495 |
| timing repair buffer | 39 | 360 | 0.285 |
No activity file was given, so power comes from the tool's default toggle rates.
