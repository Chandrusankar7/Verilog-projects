==> ./design.v <==
module myfifo(clk, rst, rd_en, wr_en, data_in, data_out, FULL, EMPTY);
input clk, rst, rd_en, wr_en;
output FULL, EMPTY;
parameter W=4;  
parameter D=4;  
input [W-1:0]data_in;
output reg [W-1:0]data_out;
reg [D-1:0] rd_ptr, wr_ptr;
reg [W-1:0]fifo[2^D-1:0];  
integer i;
assign EMPTY = (rd_ptr == wr_ptr)?1:0;  
assign FULL = ((rd_ptr == wr_ptr+1) || (rd_ptr==4'b0000 && wr_ptr==4'b1111)) ? 1:0;  
always@(posedge clk)
    begin
    if (rst)
        begin
        for (i=0; i<(2^D); i=i+1)
            fifo[i]<=4'b0000;
        rd_ptr<=4'b0000;
        wr_ptr<=4'b0000;
        data_out<=4'b0000;                
        end
    else
        begin
        if (rd_en==1'b1 && !EMPTY)  
            begin
            data_out<=fifo[rd_ptr];
            rd_ptr = rd_ptr+1;
            end
        if (wr_en==1'b1 && !FULL)  
            begin
            fifo[rd_ptr]<=data_in;
            wr_ptr = wr_ptr+1;
            end            
        end
    end
endmodule
==> ./run.sh <==
#!/bin/bash
# OpenROAD 26Q1-2900-gdf79404cd8, Yosys 0.63+post, stock flow scripts
make -C /OpenROAD-flow-scripts/flow DESIGN_CONFIG=/design/flow/config.mk WORK_HOME=/design/flow/orfs finish
==> ./config.mk <==
export PLATFORM = sky130hd
export DESIGN_NAME = myfifo
export DESIGN_NICKNAME = myfifo
export VERILOG_FILES = /design/flow/design.v
export SDC_FILE = /design/flow/constraint.sdc
export NUM_CORES = 4
export LEC_CHECK = 1
export CORE_AREA = 10 10 92 92
export DIE_AREA = 0 0 102 102
==> ./constraint.sdc <==
current_design myfifo

set clk_period 2.5
set clk_io_pct 0.2

create_clock -name clk0 -period $clk_period [get_ports {clk}]

set non_clock_inputs [all_inputs -no_clocks]
set_input_delay [expr $clk_period * $clk_io_pct] -clock clk0 $non_clock_inputs
set_output_delay [expr $clk_period * $clk_io_pct] -clock clk0 [all_outputs]
==> notes.md <==
Synthesis and place-and-route results.

- The run finished with clean final reports.
- STA classifies the critical path endpoint as an output port.
- The synthesized netlist has a Yosys-reported chip area of 1130 µm².
- The maximum vdd ir drop is 0.000269 V.
- On the worst setup and hold paths after CTS, the clock-pin slew comes to 0.07 ns.
- The part of the Yosys area used for sequential elements is 42.6%.
- The wire length per cell after detailed routing is 10.9 µm.
- TritonCTS built the clock tree.
- The flow reported a cell area power density of 1030 nW/µm².
- The pin count of the biggest net entering global routing is 13.
- Net switching is 34.1% of the power.
- Looking at the power breakdown, sequential logic takes 35.1% of the total.
- The cell area after layout is 1420 µm².
- The final timing report lists a hold violation count of 0.
- The largest fanout of any net on the critical path is 6.
- After clock tree synthesis, the flow added hold-fix buffers numbering 0.
- Across every metal layer, demand over resource in global routing totals 4.03%.
- After floorplanning, the die was sized to cover 10,400 µm².
- The count of antenna-violating nets left after detailed routing is 0.
- The average vias per placed instance is 3.93.
- The total CTS buffers is 3.
- After routing, the total negative slack on setup checks comes to 0 ns.
- The final-report max-slew violation count is 0.
- The initial cell density of the core is 17.5%.
- Combinational cells account for 50.6% of the total power.
- The share of total power in the clock network is 14.3%.
- The total antenna diodes in the routed design is 0.
- The CTS H-tree depth is 1.
- The share of final-layout standard cells stronger than drive strength 1 is 23.3%.
- The routed wire length is 2140 µm.
- The clock period minus worst slack is 2.41 ns.
- Setup repair after global routing left no endpoint under its margin.
- The register bit total from synthesis is 20.
- Per the GRT congestion report, total overflow comes to 0.
- The tally of OpenROAD warnings is 26.
- The fraction of synthesis flops using an asynchronous set or reset pin is 0%.
- The layout overhead on the synthesized area is 25.7%.
- Clock tree synthesis found a total of 20 sinks.
- The count of unresolved DRC violations after routing is 0.
- After floorplanning, the core was sized to cover 6460 µm².
- After synthesis the cells add up to 1130 µm².
- In this run the static leakage power is 0.537 nW.
- Synthesis produced a netlist whose cell count is 102.
- After synthesis, the netlist uses 39 different library cells.
- The DRC marker count from the first detailed-route iteration is 29.
- The finished layout reports a core utilization of 22.0%.
- The tally of buffers added on design ports is 13.
- The cell total in the yosys stat output is 102.
- The startpoint class of the critical path is a flip-flop.
- The number of global-route vias before repair was 734.
- The library cell used as clock root buffer is sky130_fd_sc_hd__clkbuf_8.
- By count the netlist is led by sky130_fd_sc_hd__dfxtp_1, sky130_fd_sc_hd__and3_1, sky130_fd_sc_hd__edfxtp_1, sky130_fd_sc_hd__nor2_1, sky130_fd_sc_hd__mux2i_1.
- The fill cell instance count of the final layout is 695.
- Endpoints with negative setup slack in the final report add up to 0.
- After synthesis, the cell types taking the most area are sky130_fd_sc_hd__dfxtp_1, sky130_fd_sc_hd__edfxtp_1, sky130_fd_sc_hd__and3_1.
- Per the OpenROAD floorplan log, the width of the die is 102 µm.
- The later-pin clock latency in the skew report is 0.25 ns.
- The required time of the critical path is 2.00 ns.
- The vertical die dimension is 102 µm.
- The worst slew slack as a fraction of its limit is 52.1%.
- For this design the total switching power over the nets is 500 µW.
- The detailed-router iteration count before antenna repair is 4.
- After detailed placement, the total cell area comes to 1360 µm².
- The half-perimeter wire length of the detailed placement result is 1690 µm.
- The transition at the pin with the smallest max-transition slack is 0.709 ns.
- The first global-routing pass estimated 3510 µm of wire.
- The pre-CTS setup slack is 0.228 ns.
- The buffer depth of the longest clock path is 2.
- The type of the tightest min-delay check is reg -> reg.
- The number of vias in the routed layout is 774.
- The start-to-end type of the worst setup path is reg -> out.
- The final weighted congestion recorded by global placement is 0.814.
- The most used flip-flop cell after synthesis is sky130_fd_sc_hd__dfxtp_1.
- The number of placement rows is 29.
- The number of max-cap violations is 0.
- The setup slack of the critical path after layout is 0.0922 ns.
- The highest attainable clock frequency is 415 MHz.
- The share of synthesized area in the top cell type comes to 21.3%.
- The library cell with the largest summed area after synthesis is sky130_fd_sc_hd__dfxtp_1.
- The number of warnings reported in the yosys synthesis log is 1.
- The number of antenna violations at the first check in global routing is 0.
- The most common cell in the synthesized netlist is sky130_fd_sc_hd__dfxtp_1.
- For reference, the post-synthesis area per instance comes to 11.1 µm².
- The clock arrives with 0.00356 ns of skew.
- The count of boundary I/O pins is 14.
- The post-synth tally of flip-flops with integrated enable is 8.
- After layout, the worst path uses 96.3% of the clock period.
- The cell-internal power is 968 µW.
- Data arrives at the worst endpoint at 1.91 ns.
-- flip-flops by register name, indices dropped and copies added, names as in the netlist --
signal / flops
fifo: 8
data_out: 4
rd_ptr: 4
wr_ptr: 4
-- critical path, stage by stage, from the launching register on --
cell and delay (ns):
sky130_fd_sc_hd__dfxtp_2 0.35, sky130_fd_sc_hd__ha_1 0.32, sky130_fd_sc_hd__xnor2_1 0.17, sky130_fd_sc_hd__and4_4 0.24, sky130_fd_sc_hd__nand2_1 0.06, sky130_fd_sc_hd__o21ai_2 0.05
sky130_fd_sc_hd__clkdlybuf4s50_1 0.47
-- path summary, 6_finish.rpt --
path / start / endpoint / slack, ns / depth (start not counted)
min: data_out[2] / data_out[2] / 0.50 / 2
max: wr_ptr[0] / FULL / 0.09 / 6
min reg2reg: data_out[2] / data_out[2] / 0.50 / 2
max reg2reg: wr_ptr[2] / fifo[0][2] / 0.34 / 4
-- power by group through the flow --
stage / Combinational, mW / Sequential [mW] / Clock (mW)
4_1_cts: 0.741 / 0.516 / 0.219
5_1_grt: 0.816 / 0.529 / 0.235
6_report: 0.742 / 0.516 / 0.210
-- kinds of logic (layout without fill, tap and decap cells) --
logic type | Yosys count | after routing | synth area share (%)
AND/OR/NAND/NOR | 33 | 33 | 16.5
AND-OR/OR-AND | 20 | 20 | 14.0
flip-flops | 20 | 20 | 42.6
XOR/XNOR | 9 | 9 | 11.2
buffers and inverters | 9 | 27 | 4.66
multiplexers | 8 | 8 | 7.76
adder cells (fa/ha/maj) | 3 | 3 | 3.33
-- layout by cell type (no fill, tap or decap), drive strengths merged --
| master | n |
|---|---|
| o41ai | 1 |
| nand2b | 2 |
| nor2 | 8 |
| nand3 | 3 |
| clkdlybuf4s50 | 13 |
| o41a | 1 |
| and3 | 8 |
| clkinv | 1 |
| or3b | 1 |
| nor2b | 3 |
| a21o | 2 |
| edfxtp | 8 |
| ha | 3 |
| nand2 | 3 |
| and4 | 2 |
| xnor2 | 3 |
| o21ai | 5 |
| a21oi | 5 |
| xnor3 | 1 |
| mux2 | 3 |
| buf | 6 |
| a211oi | 6 |
| nor4 | 1 |
| dfxtp | 12 |
| or3 | 2 |
| inv | 4 |
| xor2 | 5 |
| mux2i | 5 |
| clkbuf | 3 |
-- metal layers --
layer	GRT usage (%)	vias to the layer above	share of wire, %
met5	0	-	0
met4	0.976	0	1.9
met3	0.750	2	3.3
met2	7.06	9	49
met1	5.02	354	46
li1	-	409	-
-- cell type report --
cell class	count	area (µm²)	area share, %
timing repair buffer	19	175	12.3
clock buffer	3	41.3	2.91
sequential	20	485	34.2
multi-input combinational	73	602	42.4
inverter	4	15.0	1.06
tap	77	96.3	6.79
clock inverter	1	3.75	0.265
-- per-stage QoR --
| stage | hold slack (ns) | total power, mW | cells |
|---|---|---|---|
| 2_1_floorplan | 0.464 | 0.984 | 102 |
| 3_5_place_dp | 0.496 | 1.24 | 192 |
| 3_3_place_gp | 0.492 | 1.23 | 192 |
| 5_1_grt | 0.521 | 1.58 | 197 |
| 4_1_cts | 0.506 | 1.48 | 197 |
| 6_report | 0.500 | 1.47 | 197 |
-- repair_timing --
item | in CTS | in global routing
resized | 3 | 4
setup buffers | 1 | 0
pin swaps | 1 | 0
endpoints found under the setup margin | 1 | 1
No activity file was given, so power comes from the tool's default toggle rates.
